[design/flow/run.sh]
#!/bin/bash
# OpenROAD 26Q1-2900-gdf79404cd8, Yosys 0.63+post, stock flow scripts
make -C /OpenROAD-flow-scripts/flow DESIGN_CONFIG=/design/flow/config.mk WORK_HOME=/design/flow/orfs finish
[design/flow/config.mk]
export PLATFORM = sky130hd
export DESIGN_NAME = adder8
export DESIGN_NICKNAME = adder8
export VERILOG_FILES = /design/flow/design.v
export SDC_FILE = /design/flow/constraint.sdc
export NUM_CORES = 4
export LEC_CHECK = 1
export CORE_AREA = 10 10 70 70
export DIE_AREA = 0 0 80 80
[design/flow/constraint.sdc]
current_design adder8

set clk_period 2.6
set clk_io_pct 0.2

create_clock -name clk0 -period $clk_period

set non_clock_inputs [all_inputs -no_clocks]
set_input_delay [expr $clk_period * $clk_io_pct] -clock clk0 $non_clock_inputs
set_output_delay [expr $clk_period * $clk_io_pct] -clock clk0 [all_outputs]
[design/flow/design.v]
module adder8(
	input  [7:0] a,		 
	input  [7:0] b,		 
	output [7:0] sum_out,	 
	output c_out		 
	);
 wire c1, c2, c3 ,c4 ,c5 ,c6 ,c7,c8;  
  assign logic_one  = 1'b1;
  assign logic_zero = 1'b0;
 fadder fadder_0(
  .a		(a[0]),
  .b		(b[0]),
  .cin		(logic_zero),  
  .sum_out	(sum_out[0]),
  .c_out	(c1));
 fadder fadder_1(
  .a		(a[1]),
  .b		(b[1]),
  .cin		(c1),
  .sum_out	(sum_out[1]),
  .c_out	(c2));
 fadder fadder_2(
  .a		(a[2]),
  .b		(b[2]),
  .cin		(c2),
  .sum_out	(sum_out[2]),
  .c_out	(c3));
 fadder fadder_3(
  .a		(a[3]),
  .b		(b[3]),
  .cin		(c3),
  .sum_out	(sum_out[3]),
  .c_out	(c4));
 fadder fadder_4(
  .a		(a[4]),
  .b		(b[4]),
  .cin		(c4),
  .sum_out	(sum_out[4]),
  .c_out	(c5));
 fadder fadder_5(
  .a		(a[5]),
  .b		(b[5]),
  .cin		(c5),
  .sum_out	(sum_out[5]),
  .c_out	(c6));
 fadder fadder_6(
  .a		(a[6]),
  .b		(b[6]),
  .cin		(c6),
  .sum_out	(sum_out[6]),
  .c_out	(c7));
 fadder fadder_7(
  .a		(a[7]),
  .b		(b[7]),
  .cin		(c7),
  .sum_out	(sum_out[7]),
  .c_out	(c_out));	 
endmodule
module fadder(
  input a,          
  input b,          
  input cin,        
  output sum_out,   
  output c_out      
  );
  wire c1, c2, c3;  
  assign sum_out = a ^ b ^ cin;    
  assign c1      = a * cin;        
  assign c2      = b * cin;        
  assign c3      = a * b;          
  assign c_out   = (c1 + c2 + c3);
endmodule
==> impl_metrics.toml <==
# yosys + openroad results
[setup_path]
crit_path_end = "sum_out[7]"
cp_common_cell = "fa_2"
crit_fanout = 1
critPathKind = "in -> out"
crit_buf_inv = 4
critical_path.top_delay_family = "adder cells"
critical_path_depth = 12
critPathMaxStageDelay_ns = 0.42
critPathCaptureType = "output pin"
startpoint_type = "input port"
cp.arrival_ns = 3.44
cp_cell_sequence = "buf_6, ha_4, fa_2, fa_2, fa_2, fa_2, fa_2, fa_2, inv_2, fa_2, inv_1, buf_2"
critPathLaunch = "b[0]"
slowest_stage = "fa_2"
critical_path_required_ns = 2.08

[place]
port_buffers = 25
hpwl_microns = 728
gp_congestion = 0.799
dpl.cell_count = 84
place_ws_ns = -2.12

[power]
leakagePower_nw = 0.183
p_per_area_nw_per_um2 = 172
vdd_drop_max_uv = 52.7

[route]
dr.pass1.iters = 2
wl_microns = 723
ant_nets = 0
antenna_cells = 0
drt_iter0_drc = 3
vias_per_cell = 2.31
drt_drc_violations_left = 0
vias = 194
wire_per_inst_microns = 8.61

[status]
status = "complete, but fails checks"
violations = "negative setup slack"

[sta]
relSlewSlack = 0.923
fin_crit_sh = 1.52
fmax_mhz = 253
hold_viol = 0
worstMarginPinSlew_ns = 0.115
holdWs_ns = 1.68
period_minus_slack_ns = 3.96
final-max-slew-violation-count = 0
finalSetupViolCount = 5
fin_ws_ns = -1.36
rsz0062_at_grt = "yes"

[cells_and_area]
n_fill_cell = 401
comb_area_sq_um = 183
layout_top_cell = "clkdlybuf4s50_1"
clkbuf_count = 0
lay_top_cells = "clkdlybuf4s50_1 (14), fa_2 (7), buf_2 (7)"
drive_gt1_frac = 0.500
stdcell_count = 84
seq_cells = 0
area_growth_syn_to_layout_pct = 105
postLayoutCoreUtil = 0.139
area.sequential_sq_um = 0

[global_routing]
grt_pass1_vias = 227
grt_max_degree = 2
antenna_found_initial = 0
grt_first_pass_wirelength_microns = 1080
gr-total-overflow = 0
grtUsageTotal = 0.0209

[synth]
syn_inst = 21
ys_warn_count = 2
postSynthSeqShare = 0
ys_cells = 21
netlist-cell-type-count = 4
yosys_area_sq_um = 231
synth_area_per_cell_sq_um = 11.0
syn-cell-area_sq_um = 231

[cts]
postCtsHoldBufs = 0
postCtsSetupRepairBufs = 0

[die]
core_util_floorplan = 0.0678
std_cell_rows = 21
fp.coreArea_sq_um = 3420
die-width_microns = 80
num_io_pins = 25
fp.dieH_microns = 80
die_area_sq_um = 6400

[flow_run]
max_cap_viol_count = 0
warnings = 35

[worst_hold_path]
hold_class = "in -> out"
metal layers:
| layer | track usage | vias up | routed length [microns] |
|---|---|---|---|
| li1 | - | 85 | - |
| met1 | 0.0290 | 85 | 335 |
| met2 | 0.0257 | 24 | 201 |
| met3 | 0.0170 | 0 | 186 |
| met4 | 0 | 0 | 0 |
| met5 | 0 | - | 0 |
cells in the mapped netlist:
library cell  count  area, sq um
inv_1             5         18.8
ha_1              1         12.5
buf_4             8         60.1
fa_1              7          140
through the flow:
step | TNS [ns] | total power, W | cell area, sq um
2_1_floorplan | -3.59 | 0.0000491 | 262
3_3_place_gp | -9.36 | 0.000103 | 509
3_5_place_dp | -9.41 | 0.000104 | 509
4_1_cts | -5.30 | 0.0000859 | 480
5_1_grt | -4.81 | 0.0000946 | 475
6_report | -4.44 | 0.0000815 | 475
power breakdown:
group / switching (W) / total (W) / internal (W)
clock: 0 / 0 / 0
combinational: 0.0000264 / 0.0000815 / 0.0000551
sequential: 0 / 0 / 0
total: 0.0000264 / 0.0000815 / 0.0000551
final cells by class:
class | count | area share
inverters | 5 | 0.0395
repair buffers | 25 | 0.455
multi-input cells | 8 | 0.384
well taps | 46 | 0.121
how the worst min path moves through the flow:
stage,start,endpoint,slack (ns),cells after the start
CTS,a[0],sum_out[0],1.69,3
finish,a[0],sum_out[0],1.68,3
global route,a[0],sum_out[0],1.70,3
cell families (layout without fill, tap and decap cells):
family,count (synthesis),after routing,synth area share
buffers and inverters,13,30,0.341
adder cells (fa/ha/maj),8,8,0.659
timing repair:
| item | in CTS | in global routing |
|---|---|---|
| setup endpoints to repair | 8 | 6 |
| hold endpoints to repair | 0 | 0 |
| pin swaps | 8 | 7 |
| gates cloned | 0 | 0 |
| gates resized | 34 | 3 |
No activity file was given, so power comes from the tool's default toggle rates.
