[design.v]
module fifo32 ( 
	input            wr_clk,    
	input            rd_clk,    
	input            reset_n,   
	input            wr,        
	input            rd,        
	input      [7:0] data_in,   
	output reg [7:0] data_out,  
	output reg	 empty,     
	output reg       full       
	);
	reg	[5:0]	rd_addr;
	reg     [5:0]	wr_addr;
	reg	[7:0]	byte00;
	reg	[7:0]	byte01;
	reg	[7:0]	byte02;
	reg	[7:0]	byte03;
	reg	[7:0]	byte04;
	reg	[7:0]	byte05;
	reg	[7:0]	byte06;
	reg	[7:0]	byte07;
	reg	[7:0]	byte08;
	reg	[7:0]	byte09;
	reg	[7:0]	byte10;
	reg	[7:0]	byte11;
	reg	[7:0]	byte12;
	reg	[7:0]	byte13;
	reg	[7:0]	byte14;
	reg	[7:0]	byte15;
	reg	[7:0]	byte16;
	reg	[7:0]	byte17;
	reg	[7:0]	byte18;
	reg	[7:0]	byte19;
	reg	[7:0]	byte20;
	reg	[7:0]	byte21;
	reg	[7:0]	byte22;
	reg	[7:0]	byte23;
	reg	[7:0]	byte24;
	reg	[7:0]	byte25;
	reg	[7:0]	byte26;
	reg	[7:0]	byte27;
	reg	[7:0]	byte28;
	reg	[7:0]	byte29;
	reg	[7:0]	byte30;
	reg	[7:0]	byte31;
always_ff @(posedge wr_clk, negedge reset_n)
begin
	if(!reset_n)	wr_addr <= '0;
	else if(wr)	wr_addr <= wr_addr + 1;
end
always_ff @(posedge wr_clk, negedge reset_n)  
begin
	if(!reset_n) begin
		byte00 <= '0;
		byte01 <= '0;
		byte02 <= '0;
		byte03 <= '0;
		byte04 <= '0;
		byte05 <= '0;
		byte06 <= '0;
		byte07 <= '0;
                byte08 <= '0;
                byte09 <= '0;
                byte10 <= '0;
                byte11 <= '0;
                byte12 <= '0;
                byte13 <= '0;
                byte14 <= '0;
                byte15 <= '0;
                byte16 <= '0;
                byte17 <= '0;
                byte18 <= '0;
                byte19 <= '0;
                byte20 <= '0;
                byte21 <= '0;
                byte22 <= '0;
                byte23 <= '0;
                byte24 <= '0;
                byte25 <= '0;
                byte26 <= '0;
                byte27 <= '0;
                byte28 <= '0;
                byte29 <= '0;
                byte30 <= '0;
                byte31 <= '0;
	end
	else if(wr) begin
		unique case (wr_addr[4:0])
			5'b00000 : byte00 <= data_in;
			5'b00001 : byte01 <= data_in; 
		    	5'b00010 : byte02 <= data_in; 
		    	5'b00011 : byte03 <= data_in; 
		    	5'b00100 : byte04 <= data_in; 
		    	5'b00101 : byte05 <= data_in; 
		    	5'b00110 : byte06 <= data_in; 
		    	5'b00111 : byte07 <= data_in; 
			5'b01000 : byte08 <= data_in;
			5'b01001 : byte09 <= data_in;
			5'b01010 : byte10 <= data_in;
			5'b01011 : byte11 <= data_in;
			5'b01100 : byte12 <= data_in;
			5'b01101 : byte13 <= data_in;
			5'b01110 : byte14 <= data_in;
			5'b01111 : byte15 <= data_in;
			5'b10000 : byte16 <= data_in;
			5'b10001 : byte17 <= data_in; 
		    	5'b10010 : byte18 <= data_in; 
		    	5'b10011 : byte19 <= data_in; 
		    	5'b10100 : byte20 <= data_in; 
		    	5'b10101 : byte21 <= data_in; 
		    	5'b10110 : byte22 <= data_in; 
		    	5'b10111 : byte23 <= data_in; 
			5'b11000 : byte24 <= data_in;
			5'b11001 : byte25 <= data_in;
			5'b11010 : byte26 <= data_in;
			5'b11011 : byte27 <= data_in;
			5'b11100 : byte28 <= data_in;
			5'b11101 : byte29 <= data_in;
			5'b11110 : byte30 <= data_in;
			5'b11111 : byte31 <= data_in;
		endcase
	end
end
always_ff @(posedge rd_clk, negedge reset_n)  
begin
	if(!reset_n)	rd_addr <= '0;
	else if(rd)	rd_addr <= rd_addr + 1;
end
always_comb 
begin
	data_out = 'x;
	case (rd_addr[4:0])
	    5'b00000 : data_out = byte00;
	    5'b00001 : data_out = byte01;
	    5'b00010 : data_out = byte02;
	    5'b00011 : data_out = byte03;
	    5'b00100 : data_out = byte04;
	    5'b00101 : data_out = byte05;
	    5'b00110 : data_out = byte06;
	    5'b00111 : data_out = byte07;
	    5'b01000 : data_out = byte08;
	    5'b01001 : data_out = byte09;
	    5'b01010 : data_out = byte10;
	    5'b01011 : data_out = byte11;
	    5'b01100 : data_out = byte12;
	    5'b01101 : data_out = byte13;
	    5'b01110 : data_out = byte14;
	    5'b01111 : data_out = byte15;
	    5'b10000 : data_out = byte16;
	    5'b10001 : data_out = byte17;
	    5'b10010 : data_out = byte18;
	    5'b10011 : data_out = byte19;
	    5'b10100 : data_out = byte20;
	    5'b10101 : data_out = byte21;
	    5'b10110 : data_out = byte22;
	    5'b10111 : data_out = byte23;
	    5'b11000 : data_out = byte24;
	    5'b11001 : data_out = byte25;
	    5'b11010 : data_out = byte26;
	    5'b11011 : data_out = byte27;
	    5'b11100 : data_out = byte28;
	    5'b11101 : data_out = byte29;
	    5'b11110 : data_out = byte30;
	    5'b11111 : data_out = byte31;
	endcase
end
always_comb  
begin
	empty = 1'b1;
	full  = 1'b0;
	if(rd_addr[4:0] == wr_addr[4:0]) begin
		if(rd_addr[5] == wr_addr[5]) begin
			full  = 1'b0;
			empty = 1'b1;
		end
		else begin
			full  = 1'b1;
			empty = 1'b0;
		end
	end
	else begin
		full  = 1'b0;
		empty = 1'b0;
	end
end
endmodule
[run.sh]
#!/bin/bash
# OpenROAD 26Q1-2900-gdf79404cd8, Yosys 0.63+post, stock flow scripts
make -C /OpenROAD-flow-scripts/flow DESIGN_CONFIG=/design/flow/config.mk WORK_HOME=/design/flow/orfs finish
[config.mk]
export PLATFORM = sky130hd
export DESIGN_NAME = fifo32
export DESIGN_NICKNAME = fifo32
export VERILOG_FILES = /design/flow/design.v
export SDC_FILE = /design/flow/constraint.sdc
export NUM_CORES = 4
export LEC_CHECK = 1
export CORE_UTILIZATION = 30
[constraint.sdc]
current_design fifo32

set clk_period 4.5
set clk_io_pct 0.2

create_clock -name clk0 -period $clk_period [get_ports {rd_clk}]
create_clock -name clk1 -period $clk_period [get_ports {wr_clk}]

set non_clock_inputs [all_inputs -no_clocks]
set_input_delay [expr $clk_period * $clk_io_pct] -clock clk0 $non_clock_inputs
set_output_delay [expr $clk_period * $clk_io_pct] -clock clk0 [all_outputs]
==> reports/metrics.yaml <==
postLayoutCoreUtil: 0.3555
first_iter_violations: 810
first_global_vias: 8983
synthArstFlopShare: 1.000
run_status: "finished, final reports clean"
via_per_inst: 5.575
route.detailed.wl_per_inst_um: 24.86
ir_worst_vdd_uv: 305.9
floorplan.initialDensity: 0.3073
synth.ff_latch_count: 268
maxSlewHeadroom: 0.4346
number_of_antenna_violations_at_the_first_check_in_global_routing: 0
worst_path_max_delay_cell: "sky130_fd_sc_hd__dfrtp_1"
syn_to_final_growth_pct: 15.66
syn_area_per_cell_um2: 12.54
criticalPathCategory: "reg2out"
synth.yosys.num_cells: 1010
dpl.hpwl_um: 26630
crit_fanout: 35
die_h_um: 207.4
r2r_setup_slack_ps: 2010
synthesis.yosys.warnings: 1
die-area_um2: 43030
routed_wl_um: 39320
drcViolationCount: 0
critical_path.reg2reg.startpoint: "wr_addr[3]$_DFFE_PN0P_"
detailedRoute.firstPassIterationCount: 5
layout.filler_cells: 3948
critPathMaxStageDelay_ps: 560
grt_first_pass_wirelength_um: 59910
top_cell_area_share: 0.5296
tritoncts: "done"
min_path_type: "in2async"
std_cell_rows: 74
post_synth_tally_of_flip_flops_with_integrated_enable: 0
pin_slew_with_the_least_headroom_to_its_limit_ps: 845.6
postCtsSetupBuffers: 0
worst_setup_hold_path_clk_slew_ps: 60
setup.worst_path.start_class: "flop"
timing.final.setup_violations: 0
reg2reg_depth: 3
openroad.warnings: 34
critical_path.endpoint_type: "output pin"
unrepaired_setup_endpoints_after_global_routing: "false"
io_pins: 23
power_density_cells_nw_per_um2: 721.6
routabilityCongestion: 1.035
total_negative_slack_ps: 0
timing.critical_path.required_ps: 3600
synth.top_cells.by_area: "sky130_fd_sc_hd__dfrtp_1, sky130_fd_sc_hd__mux2_2, sky130_fd_sc_hd__a22oi_1"
synthDominantAreaCellType: "sky130_fd_sc_hd__dfrtp_1"
dp_cells: 1525
ys_chip_area_um2: 12660
critical_path_arrival_ps: 3230
reg2reg_to: "byte13[7]$_DFFE_PN0P_"
fin_total_pwr_uw: 10570
final-max-slew-violation-count: 0
maxCapViolCount: 0
finalClockSkew_ps: 10.07
cell_area_after_synthesis_um2: 12660
detail-route-antenna-nets: 0
synth_sequential_area_ratio: 0.5296
clkSinkCount: 268
path_cells: "buf_12, nor2b_2, buf_4, a22oi_1, o22ai_1, nor4_1, a31oi_1, clkdlybuf4s50_1"
global_route_total_overflow: 0
pin_count_of_the_biggest_net_entering_global_routing: 96
drive_gt1_frac: 0.3533
num_vias: 8819
final-hold-violation-count: 0
instances_no_fill: 1582
io_buffer_count: 21
grt_util_all_layers: 0.1914
ff_type: "sky130_fd_sc_hd__dfrtp_1"
synthesis.instances: 1010
floorplan.die.width_um: 207.4
number_of_antenna_diodes: 0
p_leak_uw: 0.006533
floorplan.core_area_um2: 41200
netlist-cell-type-count: 55
[report_power, final]
| part | switching, uW | leakage, uW | total (uW) | internal (uW) |
|---|---|---|---|---|
| clock network | 989 | 0.000557 | 2710 | 1720 |
| registers | 701 | 0.00346 | 4120 | 3420 |
| logic | 2000 | 0.00251 | 3730 | 1740 |
| total | 3690 | 0.00653 | 10600 | 6880 |
[worst max-delay path by stage]
stage,startpoint,endpoint
CTS,rd_addr[0]$_DFFE_PN0P_,data_out[5]
global route,rd_addr[0]$_DFFE_PN0P_,data_out[5]
finish,rd_addr[4]$_DFFE_PN0P_,data_out[0]
[stage by stage]
stage | setup WS (ps) | hold WS (ps) | area (um2)
global route | 243.3 | 335.0 | 14650
detailed placement | 583.4 | 482.6 | 13530
floorplan | 1321 | 464.0 | 12660
CTS | 308.6 | 319.3 | 14640
global placement | 569.8 | 476.9 | 13530
finish | 365.3 | 319.5 | 14650
[cell type report]
cell class	instances	area [um2]	area share
multi-input cells	656	5583	0.3812
clock buffers	42	888.4	0.06066
repair buffers	61	540.5	0.03691
inverters	8	30.03	0.002050
clock inverters	15	229.0	0.01563
well taps	532	665.6	0.04545
flip-flops and latches	268	6709	0.4581
[cell usage after synthesis, types with 4 or more instances]
cell type	number
sky130_fd_sc_hd__dfrtp_1	268
sky130_fd_sc_hd__mux2_2	263
sky130_fd_sc_hd__nand2b_1	5
sky130_fd_sc_hd__nand3_1	49
sky130_fd_sc_hd__nor4_1	6
sky130_fd_sc_hd__mux2i_1	15
sky130_fd_sc_hd__a32o_1	6
sky130_fd_sc_hd__a32oi_1	14
sky130_fd_sc_hd__o21ai_0	15
sky130_fd_sc_hd__a21oi_1	14
sky130_fd_sc_hd__o22ai_1	8
sky130_fd_sc_hd__nand4_1	13
sky130_fd_sc_hd__o211ai_1	5
sky130_fd_sc_hd__and2_1	4
sky130_fd_sc_hd__nor3_1	8
sky130_fd_sc_hd__nor2_1	21
sky130_fd_sc_hd__and3b_1	6
sky130_fd_sc_hd__nand2_1	54
sky130_fd_sc_hd__buf_2	29
sky130_fd_sc_hd__xor2_1	5
sky130_fd_sc_hd__mux2_1	5
sky130_fd_sc_hd__a22oi_1	43
sky130_fd_sc_hd__nor2b_1	13
sky130_fd_sc_hd__a31oi_1	10
sky130_fd_sc_hd__a2111oi_0	5
sky130_fd_sc_hd__clkbuf_1	43
sky130_fd_sc_hd__xnor2_1	9
sky130_fd_sc_hd__and3_1	7
sky130_fd_sc_hd__inv_1	8
sky130_fd_sc_hd__ha_1	12
[cells by family after synthesis]
logic type	share of synthesized area
multiplexers	0.2514
flip-flops	0.5296
AND/OR/NAND/NOR	0.08468
AND-OR/OR-AND	0.08291
buffers and inverters	0.02984
XOR/XNOR	0.009684
adder cells (fa/ha/maj)	0.01186
[per-layer routing]
metal	vias up	wire, um	global-route usage
met2	373	17310	0.2799
li1	3774	-	-
met3	90	3033	0.04802
met4	0	1611	0.06330
met5	-	0	0
met1	4582	17370	0.2845
[placed cells by master, fill, tap and decap left out, types with 7 or more instances in the layout]
| cell type | n |
|---|---|
| sky130_fd_sc_hd__a22oi_1 | 43 |
| sky130_fd_sc_hd__o21ai_0 | 15 |
| sky130_fd_sc_hd__ha_1 | 11 |
| sky130_fd_sc_hd__buf_4 | 38 |
| sky130_fd_sc_hd__nand4_1 | 13 |
| sky130_fd_sc_hd__nand2_1 | 54 |
| sky130_fd_sc_hd__nor2_1 | 21 |
| sky130_fd_sc_hd__mux2i_1 | 15 |
| sky130_fd_sc_hd__xnor2_1 | 9 |
| sky130_fd_sc_hd__mux2_2 | 263 |
| sky130_fd_sc_hd__and3_1 | 7 |
| sky130_fd_sc_hd__nor2b_1 | 12 |
| sky130_fd_sc_hd__a32oi_1 | 14 |
| sky130_fd_sc_hd__dfrtp_1 | 266 |
| sky130_fd_sc_hd__a21oi_1 | 14 |
| sky130_fd_sc_hd__o22ai_1 | 8 |
| sky130_fd_sc_hd__clkdlybuf4s50_1 | 20 |
| sky130_fd_sc_hd__a31oi_1 | 10 |
| sky130_fd_sc_hd__clkbuf_16 | 32 |
| sky130_fd_sc_hd__inv_1 | 8 |
| sky130_fd_sc_hd__clkinv_2 | 8 |
| sky130_fd_sc_hd__nor3_1 | 8 |
| sky130_fd_sc_hd__nand3_1 | 49 |
[critical path, delay by kind of cell (launching register included)]
family | cells | cell delay (ps)
AOI/OAI and AO/OA | 3 | 750
and+or+nand+nor | 2 | 730
DFF | 1 | 560
buffers and inverters | 3 | 950
[timing repair]
item,4_1_cts,5_1_grt
hold buffers,0,0
endpoints found under the setup margin,0,1
resized,0,1
No activity file was given, so power comes from the tool's default toggle rates.
