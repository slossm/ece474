==> /design/flow/design.v <==
module fifo ( 
	input            wr_clk,    
	input            rd_clk,    
	input            reset_n,   
	input            wr,        
	input            rd,        
	input      [7:0] data_in,   
	output reg [7:0] data_out,  
	output reg       empty,     
	output reg       full       
	);
	reg	[3:0]	rd_addr;   
	reg     [3:0]	wr_addr;   
	reg	[7:0]	byte0;
	reg	[7:0]	byte1;
	reg	[7:0]	byte2;
	reg	[7:0]	byte3;
	reg	[7:0]	byte4;
	reg	[7:0]	byte5;
	reg	[7:0]	byte6;
	reg	[7:0]	byte7;
always_ff @(posedge wr_clk, negedge reset_n)  
begin
	if(!reset_n)	begin  
			wr_addr <= 4'b0000;
  			byte0   <= '0;
			byte1   <= '0;
			byte2   <= '0;
			byte3   <= '0;
			byte4   <= '0;
			byte5   <= '0;
			byte6   <= '0;
			byte7   <= '0;
			end
	else if(wr)	begin  
			unique case (wr_addr[2:0])
			    3'b000 : byte0 <= data_in;
			    3'b001 : byte1 <= data_in; 
		    	    3'b010 : byte2 <= data_in; 
		    	    3'b011 : byte3 <= data_in; 
		    	    3'b100 : byte4 <= data_in; 
		    	    3'b101 : byte5 <= data_in; 
		    	    3'b110 : byte6 <= data_in; 
		    	    3'b111 : byte7 <= data_in; 
			endcase
			wr_addr <= wr_addr + 1;
			end
	else		begin
			wr_addr <= wr_addr;
			end
end
always_ff @(posedge rd_clk, negedge reset_n)  
begin
	if(!reset_n)	rd_addr <= 4'b0000;	 
	else if(rd)	rd_addr <= rd_addr + 1;	 
	else		rd_addr <= rd_addr;	 
end
always_comb
begin
    if(!reset_n) data_out = byte0;
	else	begin
	    unique case (rd_addr[2:0])
		3'b000 : data_out = byte0;
		3'b001 : data_out = byte1;
		3'b010 : data_out = byte2;
		3'b011 : data_out = byte3;
		3'b100 : data_out = byte4;
		3'b101 : data_out = byte5;
		3'b110 : data_out = byte6;
		3'b111 : data_out = byte7;
	    endcase
	    end
end
always_comb  
begin
	if(!reset_n)	begin
			empty = 1;
			full  = 0;
			end
	else if(rd_addr[2:0] == wr_addr[2:0])  
		begin
		if(rd_addr[3] == wr_addr[3]) begin
					     full  = 0;
					     empty = 1;
					     end
		else	 begin
			 empty = 0;
			 full  = 1;
			 end
		end
	else	begin
		empty = 0;
		full  = 0;
		end
end
endmodule
module averager (
	input		  clk,
	input		  reset_n,
	input		  ac_clear,
	input		  read,
	input	   [7:0]  data_in,
	output reg [7:0]  data_out
	);
	reg [9:0] ac;
always_ff @(posedge clk, negedge reset_n)
begin
	if(!reset_n)  ac <= '0;
	else if(read) 
	begin
		case(ac_clear)
		    1'b0 :  ac <= (ac + data_in);
		    1'b1 :  ac <= data_in;
		endcase
	end
end
always_comb
begin
	data_out = (ac >> 2);
end
endmodule
module ctrl_2mhz (
    input	clk,
    input	reset_n,
    input	empty,
    output reg	read,
    output reg	ac_clear,
    output reg	write_ram
    );
    enum reg	{
	    no_read_fifo    = 1'b0,
	    read_fifo	    = 1'b1,
	    read_fifo_xx    = 'x
	    } read_fifo_ps, read_fifo_ns;
    enum reg	{
	    reset_ac	    = 1'b0,
	    no_reset_ac	    = 1'b1,
	    reset_ac_xx	    = 'x
	    } reset_ac_ps, reset_ac_ns;
    enum reg	{
	    no_wr_ram	    = 1'b0,
	    wr_ram	    = 1'b1,
	    write_ram_xx    = 'x
	    } write_ram_ps, write_ram_ns;
    enum reg [1:0]  {
	    byte1	    = 2'b00,
	    byte2	    = 2'b01,
	    byte3	    = 2'b10,
	    byte4	    = 2'b11,
	    read_byte_xx    = 'x
	    } read_byte_ps, read_byte_ns;
always_ff @(posedge clk, negedge reset_n) 
begin
    if (!reset_n)   read_fifo_ps <= no_read_fifo;  
    else	    read_fifo_ps <= read_fifo_ns;
end
always_comb
begin
    read_fifo_ns = read_fifo_xx;
    if(!empty)	read_fifo_ns = read_fifo;
    else	read_fifo_ns = no_read_fifo;
end
always_comb 
begin
    read = 'x;
    if (read_fifo_ns == read_fifo) read = 1'b1;
    else read = 1'b0;
end
always_ff @(posedge clk, negedge reset_n)
begin	
    if(!reset_n)    reset_ac_ps <= reset_ac;
    else	    reset_ac_ps <= reset_ac_ns;
end
always_comb
begin
    reset_ac_ns = reset_ac_xx;
    if(read_byte_ns != byte1)	reset_ac_ns = no_reset_ac;
    else			reset_ac_ns = reset_ac;
end
always_comb
begin
    ac_clear = 'x;
    if(reset_ac_ps == reset_ac)	    ac_clear = 1'b1;
    else			    ac_clear = 1'b0;
end
always_ff @(posedge clk, negedge reset_n)
begin
    if(!reset_n)    write_ram_ps <= no_wr_ram;
    else	    write_ram_ps <= write_ram_ns;
end
always_comb begin
    write_ram_ns = write_ram_xx;
    case(write_ram_ps)
	no_wr_ram     :	begin
			if (read && (read_byte_ps == byte4))	write_ram_ns = wr_ram;
			else					write_ram_ns = no_wr_ram;
			end
	wr_ram	      :	write_ram_ns = no_wr_ram;
    endcase
end
always_comb
begin
    write_ram = 'x;
    if(write_ram_ps == wr_ram)  write_ram = 1'b1;
    else			write_ram = 1'b0;
end
always_ff @(posedge clk, negedge reset_n)
begin
    if(!reset_n)    read_byte_ps <= byte1;
    else	    read_byte_ps <= read_byte_ns;
end
always_comb
begin
    read_byte_ns <= read_byte_xx;
    case(read_byte_ps)
	byte1	  : begin
		    if(read)	read_byte_ns <= byte2;
		    else	read_byte_ns <= byte1;
		    end
	byte2	  : begin
		    if(read)	read_byte_ns <= byte3;
		    else	read_byte_ns <= byte2;
		    end
	byte3	  : begin
		    if(read)	read_byte_ns <= byte4;
		    else	read_byte_ns <= byte3;
		    end
	byte4	  : begin
		    if(read)	read_byte_ns <= byte1;
		    else	read_byte_ns <= byte4;
		    end
    endcase
end
endmodule
module ctrl_50mhz (
    input	clk,
    input	reset_n,
    input	serial_en,
    input	A5_or_C3,
    output reg	write
    );
    enum reg	{
	    not_assembling	    = 1'b0,
	    assembling		    = 1'b1,
	    comp_byte_xx	    = 'x
	    } comp_byte_ps, comp_byte_ns;
    reg byte_assembled;
    enum reg	{
	    not_temp_pkt	= 1'b0,
	    temp_pkt		= 1'b1,
	    temp_pkt_xx		= 'x
	    } temp_pkt_ps, temp_pkt_ns;
    enum reg	{
	    no_write_fifo	= 1'b0,
	    write_fifo		= 1'b1,
	    write_fifo_xx	= 'x
	    } write_fifo_ps, write_fifo_ns;
    enum reg [2:0]  {
	    header	    = 3'b000,
	    byte1	    = 3'b001,
	    byte2	    = 3'b010,
	    byte3	    = 3'b011,
	    byte4	    = 3'b100,
	    which_byte_xx   = 'x
	    } which_byte_ps, which_byte_ns;
always_ff @(posedge clk, negedge reset_n)
begin
    if(!reset_n)	 comp_byte_ps <= not_assembling;
    else if (serial_en)  comp_byte_ps <= assembling;
    else		 comp_byte_ps <= not_assembling;
end
always_comb begin
    byte_assembled = (comp_byte_ps == 1'b1) && !serial_en;
end
always_ff @(posedge clk, negedge reset_n)
begin
    if(!reset_n)    temp_pkt_ps <= not_temp_pkt;
    else	    temp_pkt_ps <= temp_pkt_ns;
end
always_comb
begin
    temp_pkt_ns = temp_pkt_xx;
    case(temp_pkt_ps)
	not_temp_pkt :	begin
			if(A5_or_C3 && which_byte_ns == byte1) temp_pkt_ns = temp_pkt;
			else				       temp_pkt_ns = not_temp_pkt;
			end
	temp_pkt     :	begin
			if(which_byte_ns == header) temp_pkt_ns = not_temp_pkt;
			else			    temp_pkt_ns = temp_pkt;
			end
    endcase
end
always_ff @(posedge clk, negedge reset_n)
begin
    if(!reset_n)    write_fifo_ps <= no_write_fifo;
    else	    write_fifo_ps <= write_fifo_ns;
end
always_comb
begin
    write_fifo_ns = write_fifo_xx;
    case(write_fifo_ps)
	no_write_fifo :	begin
			if(byte_assembled &&
			   which_byte_ps != header &&
			   temp_pkt_ps == temp_pkt)	write_fifo_ns = write_fifo;
			else				write_fifo_ns = no_write_fifo;
			end
	write_fifo    :	write_fifo_ns = no_write_fifo;
    endcase
end
always_ff @(posedge clk, negedge reset_n)
begin
    if(!reset_n)    which_byte_ps <= header;
    else	    which_byte_ps <= which_byte_ns;
end
always_comb
begin
    which_byte_ns = which_byte_xx;
    case(which_byte_ps)
	header       :	begin
			if(byte_assembled)  which_byte_ns = byte1;
			else		    which_byte_ns = header;
			end
	byte1        :	begin
			if(byte_assembled)  which_byte_ns = byte2;
			else		    which_byte_ns = byte1;
			end
	byte2        :	begin
			if(byte_assembled)  which_byte_ns = byte3;
			else		    which_byte_ns = byte2;
			end
	byte3        :	begin
			if(byte_assembled)  which_byte_ns = byte4;
			else		    which_byte_ns = byte3;
			end
	byte4        :	begin
			if(byte_assembled)  which_byte_ns = header;
			else		    which_byte_ns = byte4;
			end
    endcase
end
always_comb
begin
    write = 'x;
    if(write_fifo_ps == write_fifo) write = 1'b1;
    else			    write = 1'b0;
end
endmodule
module ram_ctr (
	input		   clk,
	input		   reset_n,
	input		   write_ram,
	output reg [10:0]  ram_addr
	);
always_ff @(posedge clk, negedge reset_n)
begin
	if(!reset_n) ram_addr <= 11'h7ff;
	else if(write_ram && ram_addr == 11'h000)   ram_addr <= 11'h7ff;
	else if(write_ram) ram_addr <= (ram_addr - 1'b1);
end
endmodule
module shift_reg (
	input		  clk,
	input		  reset_n,
	input		  serial_data,
	input		  serial_en,
	output reg [7:0]  parallel_data
	);
	reg [7:0] bits;
always_ff @(posedge clk, negedge reset_n) 
begin
	if(!reset_n)	    bits <= '0;
	else if(serial_en)  begin
			    bits <= (bits >> 1);
			    bits[7] <= serial_data;
			    end
end
always_comb
begin
	parallel_data = bits;
end
endmodule
module tas (
	input		clk_50,         
       	input  		clk_2,          
       	input  		reset_n,        
       	input  		serial_data,    
       	input  		data_ena,       
       	output 		ram_wr_n,       
       	output [7:0]	ram_data,       
       	output [10:0]	ram_addr        
       	);
	reg [7:0]	parallel_data;
	reg		read;
	reg [7:0]	fifo_out;
	reg		fifo_empty;
	reg		ac_clear;
	reg		a5_or_c3;
always_comb
begin
	a5_or_c3 = 'x;
	if(parallel_data == 8'hA5 || parallel_data == 8'hC3)
		a5_or_c3 = 1'b1;
	else	a5_or_c3 = 1'b0;
end
ctrl_50mhz ctrl_50mhz_0 (
	.clk		(clk_50),
	.reset_n	(reset_n),
	.serial_en	(data_ena),
	.A5_or_C3	(a5_or_c3),
	.write		(write)
);
ctrl_2mhz ctrl_2mhz_0 (
	.clk		(clk_2),
	.reset_n	(reset_n),
	.empty		(fifo_empty),
	.read		(read),
	.ac_clear	(ac_clear),
	.write_ram	(ram_wr_n)
);
shift_reg shift_reg_0 (
	.clk		(clk_50),
	.reset_n	(reset_n),
	.serial_data	(serial_data),
	.serial_en	(data_ena),
	.parallel_data	(parallel_data)
);
fifo fifo_0 (
	.wr_clk		(clk_50),
	.rd_clk		(clk_2),
	.reset_n	(reset_n),
	.wr		(write),
	.rd		(read),
	.data_in	(parallel_data),
	.data_out	(fifo_out),
	.empty		(fifo_empty),
	.full		()
);
averager averager_0 (
	.clk		(clk_2),
	.reset_n	(reset_n),
	.ac_clear	(ac_clear),
	.read		(read),
	.data_in	(fifo_out),
	.data_out	(ram_data)
);
ram_ctr ram_ctr_0 (
	.clk		(clk_2),
	.reset_n	(reset_n),
	.write_ram	(ram_wr_n),
	.ram_addr	(ram_addr)
);
endmodule
==> /design/flow/run.sh <==
#!/bin/bash
# OpenROAD 26Q1-2900-gdf79404cd8, Yosys 0.63+post, stock flow scripts
make -C /OpenROAD-flow-scripts/flow DESIGN_CONFIG=/design/flow/config.mk WORK_HOME=/design/flow/orfs finish
==> /design/flow/config.mk <==
export PLATFORM = sky130hd
export DESIGN_NAME = tas
export DESIGN_NICKNAME = tas
export VERILOG_FILES = /design/flow/design.v
export SDC_FILE = /design/flow/constraint.sdc
export NUM_CORES = 4
export LEC_CHECK = 1
export CORE_UTILIZATION = 50
==> /design/flow/constraint.sdc <==
current_design tas

set clk_period 4.1
set clk_io_pct 0.2

create_clock -name clk0 -period $clk_period [get_ports {clk_2}]
create_clock -name clk1 -period $clk_period [get_ports {clk_50}]

set non_clock_inputs [all_inputs -no_clocks]
set_input_delay [expr $clk_period * $clk_io_pct] -clock clk0 $non_clock_inputs
set_output_delay [expr $clk_period * $clk_io_pct] -clock clk0 [all_outputs]
==> flow_summary_export.csv <==
group,metric,value,unit
critical_path,critical_path.most_common_cell,"ha_1",
floorplan,num_rows,38,
timing,rsz0062_at_grt,"no",
global_route,antenna_found_initial,0,
drt,drc,0,
placement,port_buffers,23,
critical_path,cp-end-kind,"flop",
floorplan,ioPinCount,25,
finish,fillers,888,
timing,holdWs,0.293,ns
timing,max_slew_margin,52.4,%
critical_path,worstSetupPathType,"reg2reg",
timing,fin_skew,0.0103,ns
job,drv_cap,0,
clock_network,postCtsSetupBuffers,0,
yosys,synth.ff_latch_count,113,
clock_network,clkSlewWorstSetupHoldPaths,0.08,ns
drt,diodes,0,
yosys,flop_cell,"dfrtp_1",
critical_path,required,4.27,ns
floorplan,fp.dieH,107,µm
yosys,yosysMostFrequentCell,"dfrtp_1",
floorplan,core,10800,µm²
placement,routabilityCongestion,0.856,
global_route,grt_pass1_vias,3520,
placement,place_area,5820,µm²
drt,ant_nets,0,
drt,drt-total-wl,11200,µm
power_and_ir_drop,peakVddDrop,0.313,mV
yosys,yosysSeqAreaShare,51.4,%
yosys,ys_types,55,
floorplan,die_area,11500,µm²
yosys,netlist_area,5530,µm²
drt,vias,3626,
timing,setup-tns-final,0,ns
floorplan,initCoreUtil,51.2,%
drt,first_pass_iters,4,
critical_path,cp-start-kind,"flop",
clock_network,cts_hold_buf,0,
finish,final_layout_size_suffix_gt1_share,26.4,%
clock_network,clock_sinks,113,
critical_path,crit_chain,"inv_1 > ha_1 > buf_4 > a22oi_1 > a31oi_1 > a221oi_1 > o21ai_0 > ha_1 > fa_1 > a211oi_1 > o21bai_1 > a21oi_1 > mux2_2 > a221o_1",
power_and_ir_drop,power.density,555,nW/µm²
outcome,status,"finished, final reports clean",
critical_path,cpPeakStageDelay,0.45,ns
timing,slew_viol_final,0,
yosys,yosys_cells,463,
global_route,grt.total_usage,22.1,%
timing,finalHoldViolations,0,
timing,tightest_slew,0.714,ns
drt,wl_per_cell,17.9,µm
yosys,async_reset_ff_share,100,%
finish,syn_to_final_growth,10.7,%
hold_path,holdCritPathClass,"in2async",
global_route,grt_max_degree,57,
drt,viasPerCell,5.80,
finish,postLayoutCellArea,6120,µm²
clock_network,cts_resized,0,
critical_path,cp.arrival,3.84,ns
floorplan,die_w,107,µm
placement,dp_hpwl,7820,µm
global_route,gr-total-overflow,0,
timing,fin_ws,0.437,ns
yosys,synth_top_area_share,45.7,%
yosys,ys_area,5530,µm²
placement,place_ws,0.469,ns
yosys,synthCells,463,
timing,finalSetupViolCount,0,
critical_path,worstPathMaxFanout,12,
job,openroad.warnings,34,
yosys,ys_top_cells_by_area,"dfrtp_1 (46%), mux2_2 (16%), dfstp_2 (5.7%)",
yosys,yosysWarnings,8,
clock_network,cts_tree,"done",
power_and_ir_drop,leakage,0.00290,µW
yosys,common_cells,"dfrtp_1 (101), mux2_2 (80), nand2_1 (44), ha_1 (21)",
critical_path,slowest_stage,"fa_1",
yosys,enable_flop_cells,0,
drt,drt_iter0_markers,177,
yosys,largest_area_cell,"dfrtp_1",
yosys,avgSynthCellArea,11.9,µm²
global_route,grt_first_pass_wirelength,18600,µm
==> metal layers <==
layer / global-route usage, % / vias to the layer above / wire, µm
li1: - / 1721 / -
met1: 33.6 / 1835 / 5250
met2: 35.2 / 51 / 5340
met3: 3.66 / 19 / 308
met4: 4.79 / 0 / 299
met5: 0 / - / 0
==> path summary, 6_finish.rpt <==
path	startpoint	end	slack, ns	cells after the start
max in group asynchronous	reset_n	fifo_0.rd_addr[2]$_DFFE_PN0N_	2.12	3
worst max-delay path	fifo_0.rd_addr[0]$_DFFE_PN0N_	averager_0.ac[6]$_DFFE_PN0N_	0.44	14
worst min register to register	flop	flop	0.46	2
worst max register to register	fifo_0.rd_addr[0]$_DFFE_PN0N_	averager_0.ac[6]$_DFFE_PN0N_	0.44	14
min in group clk0	flop	flop	0.46	2
max in group clk1	data_ena	ctrl_50mhz_0.temp_pkt_ps$_DFF_PN0_	1.98	6
min in group clk1	fifo_0.byte5[4]$_DFFE_PN0P_	fifo_0.byte5[4]$_DFFE_PN0P_	0.50	1
worst min-delay path	reset_n	fifo_0.byte5[2]$_DFFE_PN0P_	0.29	1
==> critical path, delay by kind of cell, from the launching register on <==
kind	cells	cell delay (ns)
compound gates	8	1.51
fa+ha+maj	3	0.95
buf+inv	2	0.28
flops	1	0.43
mux	1	0.35
==> kinds of logic (layout without fill, tap and decap cells) <==
group | Yosys count | after routing | synth area share, %
simple gates | 103 | 103 | 8.89
compound gates | 85 | 85 | 11.8
flops | 113 | 113 | 51.4
xor+xnor | 17 | 17 | 2.69
fa+ha+maj | 22 | 22 | 5.11
buf+inv | 42 | 64 | 3.60
mux | 81 | 81 | 16.5
==> sequential cells by signal, summed over array words and instances (netlist names), 8 cells and up, named ones only <==
register and flops:
fifo_0.byte7 8, fifo_0.byte0 8, fifo_0.byte2 8, fifo_0.byte1 8, fifo_0.byte6 8, fifo_0.byte5 8
ram_ctr_0.ram_addr 11, fifo_0.byte3 8, fifo_0.byte4 8, averager_0.ac 10, shift_reg_0.bits 8
==> through the flow <==
stage | cells | utilization, % | power [µW]
2_1_floorplan | 463 | - | 2220
3_3_place_gp | 601 | 54.0 | 2550
3_5_place_dp | 601 | 54.0 | 2570
4_1_cts | 625 | 56.7 | 3440
5_1_grt | 625 | 56.7 | 3640
6_report | 625 | 56.7 | 3400
==> cell usage in the layout, fill, tap and decap left out, drive strengths merged, types with 2 or more instances in the layout <==
| cell type | n |
|---|---|
| a41oi | 3 |
| a222oi | 5 |
| clkdlybuf4s50 | 22 |
| nand3 | 10 |
| a211o | 3 |
| inv | 10 |
| mux2 | 80 |
| xnor2 | 8 |
| a21o | 4 |
| dfstp | 12 |
| and3 | 3 |
| nand2 | 45 |
| or4 | 2 |
| o311a | 2 |
| nor2 | 17 |
| a221o | 5 |
| a21oi | 8 |
| ha | 21 |
| nor2b | 2 |
| clkinvlp | 4 |
| o21ai | 17 |
| a211oi | 4 |
| nor4 | 3 |
| dfrtp | 101 |
| nor4b | 2 |
| xor2 | 9 |
| o31ai | 7 |
| and2 | 2 |
| clkinv | 2 |
| nand4 | 4 |
| buf | 8 |
| nor3 | 7 |
| clkbuf | 17 |
| o21bai | 2 |
| nand2b | 2 |
| a31oi | 5 |
| a22oi | 4 |
| a221oi | 9 |
==> power by group <==
group | internal (µW) | switching [µW]
registers | 1320 | 260
logic | 472 | 488
clock network | 435 | 420
total | 2230 | 1170
==> layout make-up <==
| class | count | area [µm²] | share of cell area, % |
|---|---|---|---|
| inverters | 10 | 37.5 | 0.613 |
| clock inverters | 7 | 73.8 | 1.21 |
| flip-flops and latches | 113 | 2840 | 46.4 |
| multi-input cells | 308 | 2490 | 40.6 |
| well taps | 140 | 175 | 2.86 |
| repair buffers | 30 | 280 | 4.58 |
| clock buffers | 17 | 224 | 3.66 |
Power and IR drop assume default switching activity.
